### /design/flow/design.v
module spi_master(
input clk,
input rst ,
input new_data ,    
 input [11:0] din ,    
output reg cs,
output reg mosi ,      
output reg sclk 
);
  reg [11:0] temp = 0;
 int div_cnt = 0 ;  
 int data_cnt =0;   
  typedef enum bit  {idle = 1'b0,  send_data = 1'b1 } state_type;
  state_type state = idle;
  always@(posedge clk) begin
    if(rst == 1'b1) begin
      sclk <= 1'b0;
      div_cnt <=0 ;
    end
    else begin
      if(div_cnt < 10) begin    
        div_cnt <= div_cnt +1 ;
      end
      else
        begin
          sclk <= ~ sclk ;
          div_cnt <=0;
        end
    end
  end
  always @(posedge sclk) begin 
    if (rst ==1'b1 ) begin
    cs <= 1'b1;
    mosi <= 1'b0 ;  
    end
    else begin 
    case(state)
       idle : begin
         if(new_data ==1'b1) begin 
           state <= send_data;
           cs <= 1'b0;
           temp <= din ;
         end
         else begin
           state <= idle ;
           temp <= 12'h000;
         end
       end
      send_data : begin
        if(data_cnt <=11) begin
          mosi <= temp[data_cnt] ;    
          data_cnt <= data_cnt +1 ;
        end
        else begin
          data_cnt <= 0;
          state <= idle ;
          mosi <=  1'b0;
          cs <= 1'b1 ;
        end
      end
      default : state <= idle ; 
    endcase
    end
  end
      endmodule 
      module spi_slave(
      input cs ,
      input mosi ,
      input sclk ,
      output reg done ,
      output  [11:0] dout
      );
        reg [11:0] temp =12'h000 ;
       typedef enum bit {detect_start = 1'b0, read_data = 1'b1} state_type;
state_type state = detect_start;
       int data_cnt = 0;   
 always @(posedge sclk) begin
 case(state) 
     detect_start :   begin
           done <=1'b0 ;
            if(cs == 1'b0) begin
              state <= read_data ;
              end
              else 
                state <= detect_start ;
            end
      read_data : begin
        if(data_cnt <=11 ) begin
          temp <= {mosi , temp[11:1]};
          data_cnt <= data_cnt +1;
        end
        else begin
          done <=1'b1 ;     
          data_cnt <=0 ;
          state <= detect_start ;
        end
      end
 endcase
 end
   assign dout = temp ;
      endmodule 
      module top(
     input clk,
     input rst ,
     input [11:0] din ,
     input new_data,
      output [11:0] dout ,       
     output done   
      );
        wire cs ;
        wire mosi;
        wire sclk ;
        spi_master m1( .clk(clk),
                   .rst(rst),
                   .din(din),
                   .new_data(new_data),
                   .cs(cs),
                   .mosi(mosi),
                   .sclk(sclk)
        );  
        spi_slave s1( .cs(cs),
                      .sclk(sclk),
                      .mosi(mosi) ,
                      .done(done),
                      .dout(dout)
    );
      endmodule
### /design/flow/run.sh
#!/bin/bash
# OpenROAD 26Q1-2900-gdf79404cd8, Yosys 0.63+post, stock flow scripts
make -C /OpenROAD-flow-scripts/flow DESIGN_CONFIG=/design/flow/config.mk WORK_HOME=/design/flow/orfs finish
### /design/flow/config.mk
export PLATFORM = sky130hd
export DESIGN_NAME = top
export DESIGN_NICKNAME = top
export VERILOG_FILES = /design/flow/design.v
export SDC_FILE = /design/flow/constraint.sdc
export NUM_CORES = 4
export LEC_CHECK = 1
export CORE_UTILIZATION = 30
### /design/flow/constraint.sdc
current_design top

set clk_period 6.6
set clk_io_pct 0.2

create_clock -name clk0 -period $clk_period [get_ports {clk}]

set non_clock_inputs [all_inputs -no_clocks]
set_input_delay [expr $clk_period * $clk_io_pct] -clock clk0 $non_clock_inputs
set_output_delay [expr $clk_period * $clk_io_pct] -clock clk0 [all_outputs]
==> Implementation_results.wiki <==
=== Physical design figures ===
{| class="wikitable"
! Metric !! Value
|-
| Run status || complete, no violations
|-
| Number of core rows || 51
|-
| Crit path setup slack, layout || 4230 ps
|-
| Overall global routing resource usage || 0.111
|-
| Post-synth cell types || 42
|-
| Total via count in the routed design || 4156
|-
| Instance tally after logic synthesis || 560
|-
| Detailed router's first-iteration violation count || 215
|-
| Slew @ Worst Pin || 964 ps
|-
| Final-report hold violation count || 0
|-
| Number of buffers and inverters on the critical path || 3
|-
| P per Cell Area || 68.7 nW/µm²
|-
| Insertion delay to the later sink of the worst-skew pair || 270 ps
|-
| Antenna violations before repair || 0
|-
| Overall die area || 20800 µm²
|-
| Number of register pins that no clock reaches || 93
|-
| Largest net degree at the start of global routing || 95
|-
| Class of the tightest hold or removal check || flop to flop
|-
| Postcts setup bufs || 0
|-
| Combined area of all synthesized cells || 6080 µm²
|-
| Clock Tree Root || sky130_fd_sc_hd__clkbuf_16
|-
| Main flop type after synthesis || sky130_fd_sc_hd__edfxtp_1
|-
| Average via count per standard cell || 4.88
|-
| Tally of OpenROAD warnings || 25
|-
| # Cells Yosys || 560
|-
| Layout area overhead || 12.7%
|-
| Endpoint type of the worst setup path || flop
|-
| Shortest clock period the worst path allows after layout || 2370 ps
|-
| Clock tree from TritonCTS || yes
|-
| Post-synthesis average cell area || 10.9 µm²
|-
| Diode insertion count for antenna repair || 0
|-
| Slew headroom || 0.352
|-
| Crit path required time || 6770 ps
|-
| Placement-stage worst setup slack || 3950 ps
|-
| Number of buffers added by the clock tree synthesis step || 5
|-
| Vias in the first global route || 3935
|-
| Fin. max-slew vios || 0
|-
| GR Overflow Total || 0
|-
| Core area || 19700 µm²
|-
| Unrepaired setup endpoints after global routing || false
|-
| Slowest Stage Delay on Critical Path || 530 ps
|-
| Post-route design area || 6850 µm²
|-
| Vert. Die Dim || 144 µm
|-
| H-tree lvl count || 2
|-
| Post-layout instance count excluding filler cells || 851
|-
| Max Fanout on Critical Path || 30
|-
| Worst Hold Slack || 484 ps
|-
| CP max-delay cell || sky130_fd_sc_hd__clkdlybuf4s50_1
|-
| Chip area from the yosys synthesis statistics || 6080 µm²
|-
| Detailed Routing Iterations Pass 1 || 4
|-
| Setup CP Type || primary input to flop
|-
| CTS Hold Bufs || 0
|-
| FP Util || 0.309
|-
| FF+latch count, synth || 126
|-
| Remaining design rule violation count || 0
|-
| Chip Width || 144 µm
|-
| Placed instance area || 6690 µm²
|-
| Maximum frequency from static timing analysis || 422 MHz
|-
| Static Leakage || 2.12 nW
|-
| Total of cells resized after clock tree synthesis || 0
|-
| Final estimated routing congestion in global placement || 0.809
|-
| Clock tree buffer depth || 2
|-
| Proportion of register bits with asynchronous set or reset after synthesis || 0
|-
| Max Cap Violations || 0
|-
| Share of layout cells above drive strength 1 || 0.0597
|-
| Fill cell total of the finished layout || 1966
|-
| Post-synth tally of flip-flops with integrated enable || 90
|-
| Kind of cell adding the most delay to the critical path || buffers and inverters
|-
| Share of the cycle needed by the critical path after routing || 0.359
|-
| HPWL reported at the end of detailed placement || 7320 µm
|-
| # port buffers || 27
|-
| Ports || 28
|-
| Number of cells in the design after placement || 843
|-
| Total wire length after detailed routing || 10700 µm
|-
| Clock skew after layout || 4.05 ps
|-
| Summed negative setup slack over all endpoints || 0 ps
|-
| Endpoints left unconstrained || 196
|-
| Startpoint type of the worst setup path || primary input
|-
| DRT antenna net count || 0
|-
| Setup violation total in the final timing report || 0
|-
| Max rail drop VDD || 0.000199 V
|-
| Arrival time of the worst setup path || 2530 ps
|-
| Synth warn || 2
|-
| Mean routed wirelength per cell || 12.6 µm
|-
| Clock slew at reported path FFs || 50 ps
|-
| Global-route wire length before repair || 18500 µm
|-
| Share of synthesized area occupied by flip-flops and latches || 0.563
|-
| Series of cell instances along the critical path || clkdlybuf4s50_1 -> inv_1 -> nand2_1 -> buf_4 -> o21ba_2
|}
[layout by cell type, fill, tap and decap left out, drive strengths merged, types with 2 or more instances in the layout]
| master | Yosys | routed |
|---|---|---|
| nand2 | 29 | 29 |
| or4 | 5 | 5 |
| xor2 | 45 | 45 |
| xnor2 | 33 | 33 |
| nor3b | 2 | 2 |
| o31ai | 2 | 2 |
| and3 | 11 | 11 |
| mux2i | 2 | 2 |
| and2 | 19 | 19 |
| a21boi | 2 | 2 |
| and4 | 17 | 17 |
| or3 | 3 | 3 |
| nand4 | 28 | 28 |
| nor2 | 92 | 92 |
| buf | 0 | 9 |
| nor3 | 10 | 10 |
| ha | 3 | 3 |
| o21ba | 2 | 2 |
| a21oi | 10 | 10 |
| edfxtp | 90 | 90 |
| clkbuf | 18 | 7 |
| nand3 | 35 | 35 |
| o21ai | 10 | 10 |
| dfxtp | 36 | 36 |
| nand3b | 2 | 2 |
| inv | 9 | 9 |
| mux4 | 3 | 3 |
| clkdlybuf4s50 | 0 | 27 |
| nor2b | 6 | 6 |
| nor4 | 31 | 31 |
[cells by family after synthesis]
group,count (synthesis),synth area share
adder cells (fa/ha/maj),3,0.00618
buffers and inverters,27,0.0167
multiplexers,5,0.0144
AND/OR/NAND/NOR,291,0.257
AND-OR/OR-AND,30,0.0301
flip-flops,126,0.563
XOR/XNOR,78,0.112
[layer usage]
| layer | GRT usage | up-vias | wire length (µm) |
|---|---|---|---|
| li1 | - | 2087 | - |
| met1 | 0.185 | 1950 | 5590 |
| met2 | 0.162 | 115 | 4640 |
| met3 | 0.0243 | 4 | 481 |
| met4 | 0.00776 | 0 | 36 |
| met5 | 0 | - | 0 |
[through the flow]
stage | utilization | power (W)
6_report | 0.349 | 0.000471
5_1_grt | 0.349 | 0.000490
4_1_cts | 0.349 | 0.000476
3_5_place_dp | 0.341 | 0.000238
3_3_place_gp | 0.341 | 0.000238
2_1_floorplan | - | 0.000225
[final cells by class]
type | instances | area [µm²] | area share
Sequential cell | 126 | 3420 | 0.500
Multi-Input combinational cell | 407 | 2560 | 0.374
Timing Repair Buffer | 36 | 338 | 0.0493
Tap cell | 265 | 332 | 0.0484
Clock buffer | 7 | 153 | 0.0223
Inverter | 9 | 33.8 | 0.00493
Clock inverter | 1 | 5.00 | 0.000731
[worst paths after layout]
path	startpoint	end	slack, ps	cells past startpoint
worst max-delay path	rst	m1.div_cnt[26]	4230	5
worst min-delay path	m1.div_cnt[31]	m1.div_cnt[31]	480	1
worst max register to register	m1.div_cnt[9]	m1.div_cnt[30]	4230	5
worst min register to register	m1.div_cnt[31]	m1.div_cnt[31]	480	1
[sequential cells by signal, summed over array words and instances, names as in the netlist]
signal / cells
m1.mosi: 1
m1.div_cnt: 32
m1.data_cnt: 32
m1.temp: 12
s1.state: 1
m1.state: 1
s1.done: 1
m1.cs: 1
s1.temp: 12
m1.sclk: 1
s1.data_cnt: 32
[power by group]
part / switching [W] / internal (W) / leakage, nW
sequential: 0.00000239 / 0.000207 / 1.14
combinational: 0.0000119 / 0.0000125 / 0.895
clock: 0.0000776 / 0.000159 / 0.0799
total: 0.0000919 / 0.000379 / 2.12
[synth_stat cells, drive strengths merged (3+ instances only)]
cell type	number	area (µm²)
nor2b	6	37.5
or4	5	41.3
nor2	92	345
a21oi	10	50.1
edfxtp	90	2700
xnor2	33	289
nor4	31	206
or3	3	20.0
inv	9	33.8
nor3	10	50.1
xor2	45	394
and3	11	70.1
and4	17	153
nand4	28	196
o21ai	10	50.1
mux4	3	67.6
ha	3	37.5
and2	19	119
dfxtp	36	721
nand3	35	175
clkbuf	18	67.6
nand2	29	109
[worst register-to-register path, cell delays in order, from the launching register on]
cell	delay, ps
sky130_fd_sc_hd__dfxtp_1	440
sky130_fd_sc_hd__and4_1	270
sky130_fd_sc_hd__nand3_1	360
sky130_fd_sc_hd__or4_1	740
sky130_fd_sc_hd__or3_1	350
sky130_fd_sc_hd__a21oi_1	140
Power figures rest on the tool's default switching activity, not on a simulated workload.
